$ cat flow/run.sh
#!/bin/bash
# OpenROAD 26Q1-2900-gdf79404cd8, Yosys 0.63+post, stock flow scripts
make -C /OpenROAD-flow-scripts/flow DESIGN_CONFIG=/design/flow/config.mk WORK_HOME=/design/flow/orfs finish
$ cat flow/design.v
`timescale 1ns / 1ps
module axi4_switch_custom
#(  
    parameter  TDATA_L = 512, 
    parameter  TUSER_L = 81,
    parameter  TKEEP_L = 16
)(
    input wire       clk,
    input wire       rst_n,
    input wire [1:0] s_req_supress,
    (* X_INTERFACE_INFO = "xilinx.com:interface:axis:1.0 axi_s0_i TDATA"  *)
    input  wire [TDATA_L-1 : 0] axi_s0_tdata_i,
    (* X_INTERFACE_INFO = "xilinx.com:interface:axis:1.0 axi_s0_i TUSER"  *)
    input  wire [TUSER_L-1 : 0] axi_s0_tuser_i,
    (* X_INTERFACE_INFO = "xilinx.com:interface:axis:1.0 axi_s0_i TLAST"  *)
    input  wire                 axi_s0_tlast_i,
    (* X_INTERFACE_INFO = "xilinx.com:interface:axis:1.0 axi_s0_i TKEEP"  *)
    input  wire [TKEEP_L-1 : 0] axi_s0_tkeep_i,
    (* X_INTERFACE_INFO = "xilinx.com:interface:axis:1.0 axi_s0_i TVALID" *)
    input  wire                 axi_s0_tvalid_i,
    (* X_INTERFACE_INFO = "xilinx.com:interface:axis:1.0 axi_s0_i TREADY" *)
    output reg                  axi_s0_tready_o,
    (* X_INTERFACE_INFO = "xilinx.com:interface:axis:1.0 axi_s1_i TDATA"  *)
    input  wire [TDATA_L-1 : 0] axi_s1_tdata_i,
    (* X_INTERFACE_INFO = "xilinx.com:interface:axis:1.0 axi_s1_i TUSER"  *)
    input  wire [TUSER_L-1 : 0] axi_s1_tuser_i,
    (* X_INTERFACE_INFO = "xilinx.com:interface:axis:1.0 axi_s1_i TLAST"  *)
    input  wire                 axi_s1_tlast_i,
    (* X_INTERFACE_INFO = "xilinx.com:interface:axis:1.0 axi_s1_i TKEEP"  *)
    input  wire [TKEEP_L-1 : 0] axi_s1_tkeep_i,
    (* X_INTERFACE_INFO = "xilinx.com:interface:axis:1.0 axi_s1_i TVALID" *)
    input  wire                 axi_s1_tvalid_i,
    (* X_INTERFACE_INFO = "xilinx.com:interface:axis:1.0 axi_s1_i TREADY" *)
    output reg                  axi_s1_tready_o,
    (* X_INTERFACE_INFO = "xilinx.com:interface:axis:1.0 axi_m0_o TDATA"  *)
    output reg  [TDATA_L-1 : 0] axi_m0_tdata_o,
    (* X_INTERFACE_INFO = "xilinx.com:interface:axis:1.0 axi_m0_o TUSER"  *)
    output reg  [TUSER_L-1 : 0] axi_m0_tuser_o,
    (* X_INTERFACE_INFO = "xilinx.com:interface:axis:1.0 axi_m0_o TLAST"  *)
    output reg                  axi_m0_tlast_o,
    (* X_INTERFACE_INFO = "xilinx.com:interface:axis:1.0 axi_m0_o TKEEP"  *)
    output reg  [TKEEP_L-1 : 0] axi_m0_tkeep_o,
    (* X_INTERFACE_INFO = "xilinx.com:interface:axis:1.0 axi_m0_o TVALID" *)
    output reg                  axi_m0_tvalid_o,
    (* X_INTERFACE_INFO = "xilinx.com:interface:axis:1.0 axi_m0_o TREADY" *)
    input  wire                 axi_m0_tready_i
);
localparam NUM_IN = 2;
reg [NUM_IN-1 : 0] port_busy;  
reg [NUM_IN-1 : 0] port_order;  
wire [NUM_IN-1 :0] port_valid;
wire [NUM_IN-1 :0] port_last;
reg [NUM_IN-1 : 0] cur_state;
assign port_valid = {axi_s1_tvalid_i, axi_s0_tvalid_i};
assign port_last  = {axi_s1_tlast_i , axi_s0_tlast_i};
always @(*) begin
    axi_s0_tready_o = 1'b0;
    axi_s1_tready_o = 1'b0;
    axi_m0_tlast_o  = 1'b0;
    axi_m0_tvalid_o = 1'b0;
    axi_m0_tdata_o  = {TDATA_L{1'bx}};
    axi_m0_tuser_o  = {TUSER_L{1'b0}};
    axi_m0_tkeep_o  = {TKEEP_L{1'bx}};
    case (cur_state)
        2'b00: begin
            case (port_valid)
                2'b01 : begin
                    axi_s0_tready_o = axi_m0_tready_i;
                    axi_m0_tdata_o  = axi_s0_tdata_i;
                    axi_m0_tuser_o  = axi_s0_tuser_i;
                    axi_m0_tlast_o  = axi_s0_tlast_i;
                    axi_m0_tkeep_o  = axi_s0_tkeep_i;
                    axi_m0_tvalid_o = axi_s0_tvalid_i;
                end
                2'b10 : begin
                    axi_s1_tready_o = axi_m0_tready_i;
                    axi_m0_tdata_o  = axi_s1_tdata_i;
                    axi_m0_tuser_o  = axi_s1_tuser_i;
                    axi_m0_tlast_o  = axi_s1_tlast_i;
                    axi_m0_tkeep_o  = axi_s1_tkeep_i;
                    axi_m0_tvalid_o = axi_s1_tvalid_i;
                end
                2'b11 : begin
                    axi_s0_tready_o = axi_m0_tready_i & port_order[0];
                    axi_s1_tready_o = axi_m0_tready_i & port_order[1];
                    axi_m0_tdata_o  = (port_order[0]) ?  axi_s0_tdata_i : axi_s1_tdata_i;
                    axi_m0_tuser_o  = (port_order[0]) ?  axi_s0_tuser_i : axi_s1_tuser_i;
                    axi_m0_tlast_o  = (port_order[0]) ?  axi_s0_tlast_i : axi_s1_tlast_i;
                    axi_m0_tkeep_o  = (port_order[0]) ?  axi_s0_tkeep_i : axi_s1_tkeep_i;
                    axi_m0_tvalid_o = (port_order[0]) ?  axi_s0_tvalid_i: axi_s1_tvalid_i;
                end
             endcase
        end
        2'b01: begin
            axi_s0_tready_o = axi_m0_tready_i;
            axi_m0_tdata_o  = axi_s0_tdata_i;
            axi_m0_tuser_o  = axi_s0_tuser_i;
            axi_m0_tlast_o  = axi_s0_tlast_i;
            axi_m0_tkeep_o  = axi_s0_tkeep_i;
            axi_m0_tvalid_o = axi_s0_tvalid_i;
         end
         2'b10 : begin
            axi_s1_tready_o = axi_m0_tready_i;
            axi_m0_tdata_o  = axi_s1_tdata_i;
            axi_m0_tuser_o  = axi_s1_tuser_i;
            axi_m0_tlast_o  = axi_s1_tlast_i;
            axi_m0_tkeep_o  = axi_s1_tkeep_i;
            axi_m0_tvalid_o = axi_s1_tvalid_i;
         end
         default : begin
            axi_s0_tready_o = 1'b0;
            axi_s1_tready_o = 1'b0;
         end            
      endcase                            
end
always @(posedge clk) begin
    if (!rst_n) begin
        port_busy  <= 2'b00;
        port_order <= 2'b01;
        cur_state  <= 2'b00;
    end else begin
         case(cur_state)
            2'b00 : begin
                if      (port_valid == 2'b01) begin
                    if (port_last[0] != 1'b1) cur_state <= 2'b01;
                    else port_order <= 2'b10;
                end
                else if (port_valid == 2'b10 ) begin
                    if (port_last[1] != 1'b1) cur_state <= 2'b10;
                    else port_order <= 2'b01;
                end
                else if (port_valid == 2'b11) begin
                    if (port_order & port_last)begin
                        port_order <= ~ port_order;
                    end else cur_state <= port_order;
                end
            end
            2'b01 : begin
                if (port_last[0]) begin
                    if (port_valid[1] && !port_last[1]) begin
                        cur_state  <= 2'b10;
                    end
                    else begin
                        cur_state  <= 2'b00;
                        port_order <= 2'b10;
                    end
                end
            end
            2'b10 : begin
                if (port_last[1]) begin
                    if (port_valid[0] && !port_last[0]) begin
                        cur_state <= 2'b01;
                    end
                    else begin
                        cur_state  <= 2'b00;
                        port_order <= 2'b01;
                    end
                end
            end
            default : cur_state <= 2'b11;
         endcase
      end
   end        
endmodule
$ cat flow/config.mk
export PLATFORM = sky130hd
export DESIGN_NAME = axi4_switch_custom
export DESIGN_NICKNAME = axi4_switch_custom
export VERILOG_FILES = /design/flow/design.v
export SDC_FILE = /design/flow/constraint.sdc
export NUM_CORES = 4
export LEC_CHECK = 1
export CORE_AREA = 10 10 700 700
export DIE_AREA = 0 0 710 710
$ cat flow/constraint.sdc
current_design axi4_switch_custom

set clk_period 56.1
set clk_io_pct 0.2

create_clock -name clk0 -period $clk_period [get_ports {clk}]

set non_clock_inputs [all_inputs -no_clocks]
set_input_delay [expr $clk_period * $clk_io_pct] -clock clk0 $non_clock_inputs
set_output_delay [expr $clk_period * $clk_io_pct] -clock clk0 [all_outputs]
==> reports/results.txt <==
First-pass GRT wire length: 527000 um
Hold Crit Class: flip-flop to flip-flop
Leak: 10.1 nW
Sw Share: 0.578
Vias in the first global route: 20000
Top FF cell, synth: dfxtp_1
Post-synthesis adder-cell area fraction: 0.0171
Combinational fraction of design power: 0.988
PwrDens: 39.2 nW/um2
TritonRoute pass-1 iters: 5
Cts repair resizes: 0
Finished Cell Area: 35200 um2
Syn Area/Cell: 7.28 um2
Mux share: 0.00243
Clock sinks: 4
Share of cells above drive strength 1: 0.0176
Worst R2R End: port_order[0]
Worst reg2reg path depth: 6
Top-area cell type share of the netlist area: 0.528
Fill count: 55300
FF-to-FF setup slack: 53.81 ns
Setup CP Type: input port to primary output
Worst Setup End Kind: primary output
Final Max Tran Viols: 0
Clk ins delay skew pair: 0.23 ns
WP data required: 44.88 ns
Hold_buf cts: 0
Cell Area, Placed: 34400 um2
WL final: 488000 um
Area leader, netlist: a22o_1
Post-route ant nets: 0
Cell-internal power: 0.000582 W
Clock H-tree levels: 1
Worst-path clk slew: 0.03 ns
Via count: 23600
Total GRT Usage: 0.187
Max-Cap Viols: 0
Antenna violations before repair: 762
Layout area overhead: 302%
# DRC: 0
Io pins: 1840
Final setup fails: 0
Status: complete, no violations
Main logic family: AND-OR/OR-AND gates
Initial Utilization: 0.0185
Ys cells: 1203
Core Box Area: 475000 um2
Switching power: 0.000799 W
DR WL/cell: 51.7 um
RSZ-0062 raised after global routing: false
Min Tclk post-route: 27.83 ns
Clock Tree Buf Depth: 2
DP HPWL: 468000 um
Root Buffer: clkbuf_16
Die width: 710 um
Top cells, area: a22o_1, a22oi_1, a21boi_0, nor2b_1, a21oi_1
Slew Limit Headroom: 0.139
Setup crit start kind: input port
Syn. warnings: 1
Port Buf Inserts: 1837
Sequential area share after synthesis: 0.00914
Post-synthesis cell area: 8760 um2
XOR/XNOR Area Share: 0
Chip Area, Yosys: 8760 um2
Simple Share, Synth: 0.0710
Max rail drop VDD: 43.0 uV
Final period utilization: 0.496
Cells after synthesis: 1203
Final Hold Viols: 0
CTS tree: yes
Vias/cell: 2.50
Synth Register Bits: 4
Rows: 253
CP Max Fanout: 56
Hold_sp: port_order[1]
Stage-log warning count: 55
Largest net degree at the start of global routing: 130
Post-synth EDFFs: 0
DRT iter0 DRCs: 2156
Fraction of registers with async set/reset: 0
Tightest Pin Transition: 1.29 ns
Worst EP arrival: 16.61 ns
Cell variety after synth: 36
Post-CTS Setup Bufs: 0
Clk_skew: 0.000608 ns
Worst flop-to-flop path startpoint: cur_state[1]
Height of the chip: 710 um
Die ar.: 504000 um2
Clock power frac: 0.008
WHS Path Cells: 2
Sequential Power Share: 0.004
Hold endpoint: port_order[1]
Routability cong.: 1.18
Achievable frequency: 35.9 MHz
Grt ovf: 0
Complex-gate fraction of the synthesized area: 0.789
Fin Setup TNS: 0 ns
TritonCTS Buffers: 3
==> layout make-up <==
class / instances / area, um2 / area share
well taps: 6247 / 7820 / 0.222
inverters: 9 / 33.8 / 0.000959
multi-input cells: 1007 / 7780 / 0.221
diodes: 295 / 738 / 0.0209
clock buffers: 3 / 75.1 / 0.00213
flip-flops and latches: 4 / 80.1 / 0.00227
repair buffers: 1874 / 18700 / 0.531
==> synth_stat cells, types with 2 or more instances <==
master and number:
a22o_1 528, clkbuf_1 59, nor2b_1 86, buf_4 41
inv_1 9, o21ai_1 45, a21boi_0 81, o31ai_1 3
nand2_1 4, o211a_1 2, o21ai_0 46, nand2b_1 4
dfxtp_1 4, buf_2 82, ha_1 12, a22oi_1 83
nor2_1 8, a21oi_1 86, a211oi_1 3
==> worst max-delay path: stages <==
cell             delay, ns
clkdlybuf4s50_1       0.66
inv_1                 0.18
ha_1                  0.29
inv_1                 0.11
o21ai_1               0.09
o21ai_4               0.58
buf_4                 0.48
buf_4                 0.47
buf_4                 0.65
buf_4                 0.50
a22o_1                0.28
clkdlybuf4s50_1       0.87
==> logic make-up after synthesis <==
family / Yosys count
compound gates: 889
fa+ha+maj: 12
buf+inv: 192
flops: 4
mux: 2
simple gates: 104
==> power by group through the flow <==
stage     Sequential, W  Clock [W]  Combinational [W]
4_1_cts      0.00000591  0.0000111            0.00140
5_1_grt      0.00000622  0.0000114            0.00142
6_report     0.00000595  0.0000110            0.00136
==> per-layer routing <==
layer | GRT usage | up-vias | wire length, um
met5 | 0.0132 | - | 2960
met4 | 0.0672 | 406 | 25000
met3 | 0.173 | 1237 | 99400
met2 | 0.267 | 2767 | 197000
met1 | 0.192 | 10400 | 163000
li1 | - | 8719 | -
==> worst max-delay path by stage <==
stage              startpoint                   to  cells after the start
CTS           axi_s0_tvalid_i  axi_m0_tdata_o[257]                     12
global route  axi_s0_tvalid_i  axi_m0_tdata_o[262]                     12
finish        axi_s0_tvalid_i  axi_m0_tdata_o[151]                     12
==> per-stage QoR <==
step                total power (W)    util  hold WS, ns  instances  setup slack [ns]
detailed placement          0.00140  0.0726        0.530       9141             28.27
global placement            0.00140  0.0726        0.512       9141             28.27
finish                      0.00138  0.0743        0.545       9439             28.27
floorplan                  0.000306       -        0.474       1203             32.43
global route                0.00143  0.0732        0.563       9236             28.13
CTS                         0.00141  0.0727        0.535       9144             28.25
==> state kept, by name, summed over array words and instances (netlist names) <==
| signal | count |
|---|---|
| cur_state | 2 |
| port_order | 2 |
==> placed cells by master, fill, tap and decap left out, types with 2 or more instances in the layout <==
master and instances:
nand2b_1 3, a211oi_1 3, a22oi_1 83, ha_4 3
diode_2 295, clkdlybuf4s50_1 1835, nand2_1 3, a22o_1 528
o31ai_1 3, o21ai_0 46, clkbuf_16 3, dfxtp_1 4
buf_12 5, a21oi_1 86, a21boi_0 81, inv_1 8
o211a_1 2, nor2_1 8, ha_1 9, nor2b_1 85
buf_4 34, o21ai_1 45
Power and IR drop assume default switching activity.
