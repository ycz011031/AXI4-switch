**config.mk**
```make
export PLATFORM = sky130hd
export DESIGN_NAME = tkeep_byte_to_dword
export DESIGN_NICKNAME = tkeep_byte_to_dword
export VERILOG_FILES = /design/flow/design.v
export SDC_FILE = /design/flow/constraint.sdc
export NUM_CORES = 4
export LEC_CHECK = 1
export CORE_AREA = 10 10 70 70
export DIE_AREA = 0 0 80 80
```
**constraint.sdc**
```tcl
current_design tkeep_byte_to_dword

set clk_period 1.2
set clk_io_pct 0.2

create_clock -name clk0 -period $clk_period

set non_clock_inputs [all_inputs -no_clocks]
set_input_delay [expr $clk_period * $clk_io_pct] -clock clk0 $non_clock_inputs
set_output_delay [expr $clk_period * $clk_io_pct] -clock clk0 [all_outputs]
```
**design.v**
```verilog
`timescale 1ns / 1ps
module tkeep_convertor(
    input  wire [15:0] tkeep_dword,   
    output wire [63:0] tkeep_byte     
);
    genvar i;
    generate
        for (i = 0; i < 16; i = i + 1) begin : tkeep_expand
            assign tkeep_byte[i*4 +: 4] = {4{tkeep_dword[i]}};
        end
    endgenerate
endmodule
module tkeep_byte_to_dword(
    input  wire [63:0] tkeep_byte,
    output wire [15:0] tkeep_dword
);
    genvar j;
    generate
        for (j = 0; j < 16; j = j + 1) begin : tkeep_collapse
            assign tkeep_dword[j] = |tkeep_byte[j*4 +: 4];
        end
    endgenerate
endmodule
```
**run.sh**
```bash
#!/bin/bash
# OpenROAD 26Q1-2900-gdf79404cd8, Yosys 0.63+post, stock flow scripts
make -C /OpenROAD-flow-scripts/flow DESIGN_CONFIG=/design/flow/config.mk WORK_HOME=/design/flow/orfs finish
```
==> metrics.cfg <==
[outcome]
status=finished, violations left
violations=negative setup slack

[detailed_routing]
drtPass1Iterations=1
drc_errors=0
drt_iter0_markers=0
wl_per_cell_um=14.2
ant_nets=0
num_vias=496
drt_wl_total_mm=2.02
vias_per_cell=3.49
antenna_cells=0

[synth]
yosys_cells=16
yosysChipArea_sq_um=120
synth.yosys.warnings=0
ys_sh_xor_pct=0
synthAdderAreaFrac_pct=0
synth.avg_cell_area_sq_um=7.51
syn_inst=16
mux_share_pct=0
yosys.cell_types.count=1
ys_top_logic_family=simple AND/OR/NAND/NOR gates
compound_area_share_pct=0
synth_area_sq_um=120
synth-simple-area-share_pct=100
yosysSeqAreaShare_pct=0

[cells_and_area]
nFillCells=399
mostFrequentLayoutCell=buf_2
flop_area_sq_um=0
final_cell_mix=44 x buf_2, 20 x buf_6, 14 x or4_1, 12 x clkdlybuf4s15_1, 4 x clkbuf_2
nClkBuffers=0
final_layout_size_suffix_gt1_share_pct=72.9
instances_no_fill=142
design_area_sq_um=771
seq_cells=0
area_growth_pct=542
post-route-util_pct=22.6

[timing]
max_freq_ghz=0.821
fin_ws_ps=-18.4
worst_slew_pin_slew_ps=88.8
min_period_ps=1220
period_used_pct=102
hold_viol=0
setup_violations=4
slew_headroom_pct=94.1
finalMaxSlewViolations=0
holdWs_ps=704
rsz0062_at_grt=yes

[worst_setup_path]
cp-startpoint=tkeep_byte[43]
critPathLaunchType=primary input
crit_chain=buf_6 -> or4_4 -> buf_6
crit_slowest_cell=or4_4
crit_cells=3
cp-endpoint=tkeep_dword[10]
arrival_ps=980
cp_max_fo=1
crit_type=primary input to primary output
worst_ep_required_time_ps=960
cp_slowest_stage_delay_ps=530
critPathCaptureType=primary output
worst_path_most_repeated_cell=buf_6
crit_family=simple AND/OR/NAND/NOR gates
critPathBufInv=2

[pwr]
p_clk_share_pct=0
p_sw_w=0.0000289
vdd_ir_drop_max_mv=0.0593
intPower_w=0.000137
p_comb_share_pct=100.0
p_sw_share_pct=17.4
power.density_nw_per_um2=215
p_leak_nw=0.360
pwr-share-seq_pct=0

[floorplanning]
initial_core_util_pct=3.52
core_area_sq_um=3420
die-area_sq_um=6400
die_y_um=80
ioPinCount=80
dieWidth_um=80
rows=21

[clock_network]
hold_buffers=0

[global_routing]
grt_overflow=0
antenna_found_initial=0
grt_pass1_vias=604
grt_pass1_wl_mm=3.04
grt_max_degree=2
grt.total_usage_pct=5.70

[run]
warnings=34
max_cap_violations=0

[worst_hold_path]
hp-start=tkeep_byte[31]
hold_path.class=primary input to primary output

[placed_design]
dp_hpwl_mm=1.94
dp_cells=142
placed_cell_area_sq_um=978
pre_cts_ws_ps=-657
portBuffers=80
gp_congestion=0.686

[cells in the mapped netlist]
library cell  number  area share [%]
or4_1             16             100
[worst min path at each step]
stage                            end  depth (start not counted)  slack, ps
after CTS             tkeep_dword[5]                          3        710
after global routing  tkeep_dword[7]                          3        710
final                 tkeep_dword[7]                          3        700
[worst min-delay path, cell delays in order]
cell	delay, ps
buf_6	60
or4_1	80
buf_2	80
[per-stage QoR]
step	TNS [ps]	power, W
after CTS	-66.1	0.000155
final	-42.4	0.000166
after detailed placement	-9980	0.000237
after global placement	-9920	0.000235
after global routing	-276	0.000182
after floorplan	0	0.00000723
[logic make-up (layout without fill, tap and decap cells)]
logic type	Yosys count	after routing
and+or+nand+nor	16	16
buffers and inverters	0	80
[per-layer routing]
metal	up-vias	share of wire, %	GRT usage, %
met5	-	0	0
met4	0	0	0
met3	0	19	3.98
met2	48	45	9.07
met1	208	36	6.53
li1	240	-	-
[power groups by stage]
| stage | combinational (W) | sequential [W] | clock [W] |
|---|---|---|---|
| CTS | 0.000155 | 0 | 0 |
| finish | 0.000166 | 0 | 0 |
| global route | 0.000182 | 0 | 0 |
[area by class of cell]
| cell class | count | area, sq um | area share, % |
|---|---|---|---|
| well taps | 46 | 57.6 | 7.47 |
| repair buffers | 80 | 586 | 76.0 |
| multi-input cells | 16 | 128 | 16.6 |
[timing repair]
action | 4_1_cts | 5_1_grt
setup buffers | 0 | 0
gates resized | 236 | 14
endpoints found under the hold margin | 0 | 0
endpoints found under the setup margin | 16 | 16
pin swaps | 16 | 10
Power figures rest on the tool's default switching activity, not on a simulated workload.
